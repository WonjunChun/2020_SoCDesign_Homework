## flow/run.sh

```bash
#!/bin/bash
# OpenROAD 26Q1-2900-gdf79404cd8, Yosys 0.63+post, stock flow scripts
make -C /OpenROAD-flow-scripts/flow DESIGN_CONFIG=/design/flow/config.mk WORK_HOME=/design/flow/orfs finish
```

## flow/config.mk

```make
export PLATFORM = sky130hd
export DESIGN_NAME = FSM
export DESIGN_NICKNAME = FSM
export VERILOG_FILES = /design/flow/design.v
export SDC_FILE = /design/flow/constraint.sdc
export NUM_CORES = 4
export LEC_CHECK = 1
export CORE_AREA = 10 10 82 82
export DIE_AREA = 0 0 92 92
```

## flow/design.v

```verilog
module FSM(nReset, clk, in, out_mealy, out_moore);
	input clk, nReset, in;
	output out_mealy, out_moore;
	MealyMachine mealy(.out(out_mealy), .nReset(nReset), .clk(clk), .in(in));
	MooreMachine moore(.out(out_moore), .nReset(nReset), .clk(clk), .in(in));
endmodule
module MealyMachine(nReset, clk, in, out);
	input in, nReset, clk;
	output out;
	reg [2:0] CurState, NextState;
	reg out;
	always @(posedge clk or negedge nReset)	
		if(!nReset) CurState <= 3'b000;
		else CurState <= NextState;
	always @(CurState or in)
		casex(CurState)
			3'b000: begin
				if(in==0) begin  
					NextState = 3'b001;
					out = 1'b0;
				end
				else begin  
					NextState = 3'b100;
					out = 1'b0;
				end
			end
			3'b001: begin
				if(in==0) begin
					NextState = 3'b010;
					out = 1'b0;
				end
				else begin
					NextState = 3'b100;
					out = 1'b0;
				end
			end
			3'b010: begin
				if(in==0) begin
					NextState = 3'b011;
					out = 1'b0;
				end
				else begin
					NextState = 3'b100;
					out = 1'b0;
				end
			end
			3'b011: begin
				if(in==0) begin
					NextState = 3'b011;
					out = 1'b1;
				end
				else begin
					NextState = 3'b100;
					out = 1'b0;
				end
			end
			3'b100: begin
				if(in==0) begin
					NextState = 3'b001;
					out = 1'b0;
				end
				else begin
					NextState = 3'b101;
					out = 1'b0;
				end
			end
			3'b101: begin
				if(in==0) begin
					NextState = 3'b001;
					out = 1'b0;
				end
				else begin
					NextState = 3'b110;
					out = 1'b0;
				end
			end
			3'b110: begin
				if(in==0) begin
					NextState = 3'b001;
					out = 1'b0;
				end
				else begin
					NextState = 3'b110;
					out = 1'b1;
				end
			end
			default: begin
				NextState = 3'b000;
				out = 1'b0;
			end
		endcase
endmodule
module MooreMachine(nReset, clk, in, out);
	input in, nReset, clk;
	output out;
	reg [3:0] CurState, NextState;
	reg out;
	always @(posedge clk or negedge nReset)	
		if(!nReset) CurState <= 4'b0000;
		else CurState <= NextState;
	always @(CurState or in)
		casex(CurState)
			4'b0000: begin
				if(in==0) NextState = 4'b0001;
				else NextState = 4'b0101;
				out = 1'b0;
			end
			4'b0001: begin
				if(in==0) NextState = 4'b0010;
				else NextState = 4'b0101;
				out = 1'b0;
			end
			4'b0010: begin
				if(in==0) NextState = 4'b0011;
				else NextState = 4'b0101;
				out = 1'b0;
			end
			4'b0011: begin
				if(in==0) NextState = 4'b0100;
				else NextState = 4'b0101;
				out = 1'b0;
			end
			4'b0100: begin
				if(in==0) NextState = 4'b0100;
				else NextState = 4'b0101;
				out = 1'b1;
			end
			4'b0101: begin
				if(in==0) NextState = 4'b0001;
				else NextState = 4'b0110;
				out = 1'b0;
			end
			4'b0110: begin
				if(in==0) NextState = 4'b0001;
				else NextState = 4'b0111;
				out = 1'b0;
			end
			4'b0111: begin
				if(in==0) NextState = 4'b0001;
				else NextState = 4'b1000;
				out = 1'b0;
			end
			4'b1000: begin
				if(in==0) NextState = 4'b0001;
				else NextState = 4'b1000;
				out = 1'b1;
			end
			default: begin
				NextState = 4'b0000;
				out = 1'b0;
			end
		endcase
endmodule
```

## flow/constraint.sdc

```tcl
current_design FSM

set clk_period 1.8
set clk_io_pct 0.2

create_clock -name clk0 -period $clk_period [get_ports {clk}]

set non_clock_inputs [all_inputs -no_clocks]
set_input_delay [expr $clk_period * $clk_io_pct] -clock clk0 $non_clock_inputs
set_output_delay [expr $clk_period * $clk_io_pct] -clock clk0 [all_outputs]
```

==> summary.txt <==
Implementation results. The number of gates resized after CTS was 1. In the final run the clock tree shows a worst skew of between 0.003 and 0.004 ns. The commonest cells after synthesis are 14 x dfrtp_1, 6 x nor2_1, 4 x a21oi_1, 3 x and2_1. And-or/or-and share of the synthesized area landed at 0.0570.

According to the hold report, the worst path is of the flip-flop to flip-flop type. Wire length of the first global-routing pass landed at between 1500 and 2000 um. Initial cell density of the core landed at 0.104. The worst setup path is of the flip-flop to output port kind.

Looking at the hold checks, the worst path lands on mealy.CurState[2]$_DFF_PN0_. Of all cell types, the one taking the most synthesized area is dfrtp_1. The worst setup path is launched from a flip-flop. Measured along the x axis, the die boundary spans 92 um. For the worst min-delay path, the startpoint reported by OpenROAD is mealy.CurState[4]$_DFF_PN0_. The run finished with clean final reports.

Synthesis produced approximately 42 cells. Across the run, the number of max-cap violations was 0. The end-of-flow timing check tallies setup violations at 0. The number of cells on the worst reg-to-reg path is 3.

After floorplanning, the die was sized to cover between 0.008 and 0.009 mm^2. The first detailed-routing pass ran for 4 iterations. STA lists the endpoint of the worst register-to-register path as moore.CurState[5]$_DFF_PN0_. Total clock buffers created by CTS landed at 3. Remaining number of nets flagged by the antenna check after routing landed at 0. The floorplan has 26 rows. Insertion delay to the later sink of the worst-skew pair landed at 0.25 ns. Maximum fanout along the worst path landed at 2. Number of DRC markers after the initial detailed-route iteration landed at 50. Compared with the post-synthesis result, the final layout area differs by 32.1%. 5 I/O pins were placed. Number of antenna violations at the first check in global routing landed at 0. The pin closest to its max-slew limit shows a slew of 0.608 ns. Post-synthesis sequential area ratio landed at 0.715. The tool warning count for the run is 25. Maximum vdd drop landed at 0.218 mV. Multi-input combinational cell area landed at 135 um^2. Area taken by flip-flops and latches landed at roughly 380 um^2. Max-slew headroom at the worst pin landed at 0.593.

Count of state elements after synthesis landed at 15. After floorplanning, the core was sized to cover 0.00507 mm^2. Buffers inserted to repair hold after CTS numbered 0. Distinct cell type count of the synthesized netlist landed at 15. Overall global routing resource usage landed at 0.0226. Yosys warning tally landed at 2. Buffer depth of the longest clock path landed at 2.

The synthesized netlist was found by Yosys to have around 42 cells. The final report lists a non-filler cell total of 120. Utilization of the core after routing landed at 0.137. Number of inserted diodes landed at 0. Area share of xor/xnor cells in the synthesized design landed at 0. After clock tree synthesis, the clock-pin slew on the worst setup and hold paths is approximately 0.060 ns. Timing would allow up to between 500 and 600 MHz. Per the CTS log, the maximum H-tree level is 1. Per the OpenROAD power report, leakage power amounts to 0.303 nW.

Per the synthesis report, the simple-gate share of the synthesized area is 0.171. At the worst endpoint, the arrival time is 1.34 ns. The cell sitting at the root of the clock tree is a clkbuf_8. Via count of the first global-routing pass landed at about 330. Dividing total power by cell area gives a power density of between 900 and 1000 mW/mm^2.

For the worst setup path, the data required time is 1.44 ns. Number of input and output port buffers inserted landed at 4. The launch point of the critical path was reported as moore.CurState[2]$_DFF_PN0_.

Among all flip-flop cells after synthesis, the most frequent one is dfrtp_1. Half-perimeter wire length of the detailed placement result landed at 605 um. Count of flip-flops with a built-in enable after synthesis landed at 0. Number of vias after detailed routing landed at 319.

The script logs the ratio of routed vias to standard cells as 2.66. Setup repair after global routing left no endpoint under its margin. Looking at the gate-level netlist, the highest instance count belongs to dfrtp_1. The synthesis report lists the most area-consuming cells as dfrtp_1 67%, dfstp_2 5.0%, nor2_1 4.3%. Netlist area before placement landed at 527 um^2. Die boundary height landed at 92 um. Fraction of final layout cells with drive strength greater than 1 landed at 0.220. After synthesis, the share of cell area in mux cells is 0.0214. Final critical-path required period landed at 1.70 ns. Wire length after detailed routing landed at approximately 850 um. Number of setup buffers added after CTS landed at 0.

After synthesis, the largest family of logic cells by area is simple AND/OR/NAND/NOR gates. Total clock sinks landed at 15. Global placer's final weighted congestion landed at about 0.65. The synthesized netlist has a Yosys-reported chip area of between 500 and 600 um^2. Counting pins that exceed their max-slew limit in the final report gives 0. Area fraction in full adders, half adders and majority gates landed at 0. Hold-critical path depth landed at 1. Post-synthesis area per instance landed at 12.5 um^2. The startpoint identified for the worst register-to-register timing path is moore.CurState[7]$_DFF_PN0_. Placed cell count landed at 116. The final timing report lists a hold violation count of 0. STA reports a reg2reg setup slack of between 0.9 and 1 ns. The worst setup path is captured at an output port.

Average routed wire per standard cell landed at roughly 7 um. Post-layout period usage of the worst path landed at 0.942. Total of fill cells in the finished design landed at 586.

The DRC violation total left in the routed layout is recorded as 0. Total overflow reported by the global router landed at 0. Area share of the largest cell type after synthesis landed at 0.665. The synthesis report gives the async set-or-reset register share as 1.00. Pin count of the biggest net entering global routing landed at 16. TritonCTS built the clock tree.
## cells by family after synthesis
family,Yosys count
AND-OR/OR-AND,6
buffers and inverters,2
flip-flops,15
multiplexers,1
other,1
AND/OR/NAND/NOR,17
## where the power goes
part	switching [mW]	total [mW]	internal [mW]
Sequential	0.0103	0.369	0.359
Clock	0.110	0.263	0.153
Combinational	0.0253	0.0506	0.0253
Total	0.146	0.683	0.537
## per-layer routing
| layer | vias up | track usage | share of wire |
|---|---|---|---|
| li1 | 148 | - | - |
| met1 | 160 | 0.0298 | 0.48 |
| met2 | 7 | 0.0294 | 0.42 |
| met3 | 4 | 0.0132 | 0.067 |
| met4 | 0 | 0.00900 | 0.036 |
| met5 | - | 0 | 0 |
## worst max-delay path, stage by stage, from the launching register on
cell and delay (ns):
dfrtp_1 0.38, or2_2 0.29, clkdlybuf4s50_1 0.42
## metrics by stage
step / instance area, um^2 / setup slack [ns] / power, mW / hold slack (ns) / setup TNS [ns]
floorplan: 527 / 0.798 / 0.401 / 0.0644 / 0
CTS: 696 / 0.0823 / 0.692 / 0.492 / 0
global route: 696 / 0.0408 / 0.718 / 0.528 / 0
finish: 696 / 0.104 / 0.683 / 0.491 / 0
global placement: 651 / -0.154 / 0.424 / 0.465 / -0.154
detailed placement: 651 / -0.140 / 0.427 / 0.477 / -0.140
## worst max path at each step
stage,to
final,out_moore
after global routing,out_moore
after CTS,out_moore
## layout make-up
type                       count  share of cell area
sequential                    15               0.541
multi-input combinational     25               0.194
tap                           70               0.126
timing repair buffer           5              0.0665
clock buffer                   3              0.0594
clock inverter                 1             0.00719
inverter                       1             0.00540
## registers in the layout, summed over array words and instances, names as in the netlist
signal and flops:
mealy.CurState 7, moore.CurState 8
## placed cells by master, fill, tap and decap left out, drive strengths merged, types with 2 or more instances in the layout
cell,synthesis,routed
o21ai,2,2
clkdlybuf4s50,0,3
a21oi,4,4
clkbuf,0,3
dfrtp,14,14
nor2b,2,2
nor3,2,2
and2,3,3
nor2,8,8
Power figures rest on the tool's default switching activity, not on a simulated workload.
