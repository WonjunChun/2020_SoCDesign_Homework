$ cat flow/run.sh
#!/bin/bash
# OpenROAD 26Q1-2900-gdf79404cd8, Yosys 0.63+post, stock flow scripts
make -C /OpenROAD-flow-scripts/flow DESIGN_CONFIG=/design/flow/config.mk WORK_HOME=/design/flow/orfs finish
$ cat flow/config.mk
export PLATFORM = sky130hd
export DESIGN_NAME = RegFile
export DESIGN_NICKNAME = RegFile
export VERILOG_FILES = /design/flow/design.v
export SDC_FILE = /design/flow/constraint.sdc
export NUM_CORES = 4
export LEC_CHECK = 1
export CORE_UTILIZATION = 30
$ cat flow/constraint.sdc
current_design RegFile

set clk_period 8.6
set clk_io_pct 0.2

create_clock -name clk0 -period $clk_period [get_ports {clk}]

set non_clock_inputs [all_inputs -no_clocks]
set_input_delay [expr $clk_period * $clk_io_pct] -clock clk0 $non_clock_inputs
set_output_delay [expr $clk_period * $clk_io_pct] -clock clk0 [all_outputs]
$ cat flow/design.v
module RegFile(clk, nRESET, write_en, write_addr, write_data, read_addr_A, read_addr_B, read_data_A, read_data_B);
	input clk, nRESET, write_en;
	input [3:0] write_addr, read_addr_A, read_addr_B;
	input [15:0] write_data;
	output [15:0] read_data_A, read_data_B;
	reg [15:0] reg_0, reg_1, reg_2, reg_3, reg_4, reg_5, 
		reg_6, reg_7, reg_8, reg_9, reg_10, reg_11, reg_12, 
		reg_13, reg_14, reg_15;
	wire [15:0] decode_out;
	wire [15:0] reg_en;
	assign decode_out = 
		(write_addr == 4'b0000) ? 16'b0000000000000001:
		(write_addr == 4'b0001) ? 16'b0000000000000010:
		(write_addr == 4'b0010) ? 16'b0000000000000100:
		(write_addr == 4'b0011) ? 16'b0000000000001000:
		(write_addr == 4'b0100) ? 16'b0000000000010000:
		(write_addr == 4'b0101) ? 16'b0000000000100000:
		(write_addr == 4'b0110) ? 16'b0000000001000000:
		(write_addr == 4'b0111) ? 16'b0000000010000000:
		(write_addr == 4'b1000) ? 16'b0000000100000000:
		(write_addr == 4'b1001) ? 16'b0000001000000000:
		(write_addr == 4'b1010) ? 16'b0000010000000000:
		(write_addr == 4'b1011) ? 16'b0000100000000000:
		(write_addr == 4'b1100) ? 16'b0001000000000000:
		(write_addr == 4'b1101) ? 16'b0010000000000000:
		(write_addr == 4'b1110) ? 16'b0100000000000000:
		(write_addr == 4'b1111) ? 16'b1000000000000000:
		16'bx;
	assign reg_en[0] = write_en & decode_out[0];
	assign reg_en[1] = write_en & decode_out[1];
	assign reg_en[2] = write_en & decode_out[2];
	assign reg_en[3] = write_en & decode_out[3];
	assign reg_en[4] = write_en & decode_out[4];
	assign reg_en[5] = write_en & decode_out[5];
	assign reg_en[6] = write_en & decode_out[6];
	assign reg_en[7] = write_en & decode_out[7];
	assign reg_en[8] = write_en & decode_out[8];
	assign reg_en[9] = write_en & decode_out[9];
	assign reg_en[10] = write_en & decode_out[10];
	assign reg_en[11] = write_en & decode_out[11];
	assign reg_en[12] = write_en & decode_out[12];
	assign reg_en[13] = write_en & decode_out[13];
	assign reg_en[14] = write_en & decode_out[14];
	assign reg_en[15] = write_en & decode_out[15];
	always @ (posedge clk or negedge nRESET) begin
		if(!nRESET)
			reg_0 <= 16'b0;
		else if(reg_en[0])
			reg_0 <= write_data;
	end
	always @ (posedge clk or negedge nRESET) begin
		if(!nRESET)
			reg_1 <= 16'b0;
		else if(reg_en[1])
			reg_1 <= write_data;
	end		
	always @ (posedge clk or negedge nRESET) begin
		if(!nRESET)
			reg_2 <= 16'b0;
		else if(reg_en[2])
			reg_2 <= write_data;
	end
	always @ (posedge clk or negedge nRESET) begin
		if(!nRESET)
			reg_3 <= 16'b0;
		else if(reg_en[3])
			reg_3 <= write_data;
	end
	always @ (posedge clk or negedge nRESET) begin
		if(!nRESET)
			reg_4 <= 16'b0;
		else if(reg_en[4])
			reg_4 <= write_data;
	end
	always @ (posedge clk or negedge nRESET) begin
		if(!nRESET)
			reg_5 <= 16'b0;
		else if(reg_en[5])
			reg_5 <= write_data;
	end
	always @ (posedge clk or negedge nRESET) begin
		if(!nRESET)
			reg_6 <= 16'b0;
		else if(reg_en[6])
			reg_6 <= write_data;
	end
	always @ (posedge clk or negedge nRESET) begin
		if(!nRESET)
			reg_7 <= 16'b0;
		else if(reg_en[7])
			reg_7 <= write_data;
	end
	always @ (posedge clk or negedge nRESET) begin
		if(!nRESET)
			reg_8 <= 16'b0;
		else if(reg_en[8])
			reg_8 <= write_data;
	end
	always @ (posedge clk or negedge nRESET) begin
		if(!nRESET)
			reg_9 <= 16'b0;
		else if(reg_en[9])
			reg_9 <= write_data;
	end
	always @ (posedge clk or negedge nRESET) begin
		if(!nRESET)
			reg_10 <= 16'b0;
		else if(reg_en[10])
			reg_10 <= write_data;
	end
	always @ (posedge clk or negedge nRESET) begin
		if(!nRESET)
			reg_11 <= 16'b0;
		else if(reg_en[11])
			reg_11 <= write_data;
	end
	always @ (posedge clk or negedge nRESET) begin
		if(!nRESET)
			reg_12 <= 16'b0;
		else if(reg_en[12])
			reg_12 <= write_data;
	end
	always @ (posedge clk or negedge nRESET) begin
		if(!nRESET)
			reg_13 <= 16'b0;
		else if(reg_en[13])
			reg_13 <= write_data;
	end
	always @ (posedge clk or negedge nRESET) begin
		if(!nRESET)
			reg_14 <= 16'b0;
		else if(reg_en[14])
			reg_14 <= write_data;
	end
	always @ (posedge clk or negedge nRESET) begin
		if(!nRESET)
			reg_15 <= 16'b0;
		else if(reg_en[15])
			reg_15 <= write_data;
	end
	assign read_data_A = 
		(read_addr_A == 4'b0000) ? reg_0 :
		(read_addr_A == 4'b0001) ? reg_1 :
		(read_addr_A == 4'b0010) ? reg_2 :
		(read_addr_A == 4'b0011) ? reg_3 :
		(read_addr_A == 4'b0100) ? reg_4 :
		(read_addr_A == 4'b0101) ? reg_5 :
		(read_addr_A == 4'b0110) ? reg_6 :
		(read_addr_A == 4'b0111) ? reg_7 :
		(read_addr_A == 4'b1000) ? reg_8 :
		(read_addr_A == 4'b1001) ? reg_9 :
		(read_addr_A == 4'b1010) ? reg_10 :
		(read_addr_A == 4'b1011) ? reg_11 :
		(read_addr_A == 4'b1100) ? reg_12 :
		(read_addr_A == 4'b1101) ? reg_13 :
		(read_addr_A == 4'b1110) ? reg_14 :
		(read_addr_A == 4'b1111) ? reg_15 : 16'bx;
	assign read_data_B = 
		(read_addr_B == 4'b0000) ? reg_0 :
		(read_addr_B == 4'b0001) ? reg_1 :
		(read_addr_B == 4'b0010) ? reg_2 :
		(read_addr_B == 4'b0011) ? reg_3 :
		(read_addr_B == 4'b0100) ? reg_4 :
		(read_addr_B == 4'b0101) ? reg_5 :
		(read_addr_B == 4'b0110) ? reg_6 :
		(read_addr_B == 4'b0111) ? reg_7 :
		(read_addr_B == 4'b1000) ? reg_8 :
		(read_addr_B == 4'b1001) ? reg_9 :
		(read_addr_B == 4'b1010) ? reg_10 :
		(read_addr_B == 4'b1011) ? reg_11 :
		(read_addr_B == 4'b1100) ? reg_12 :
		(read_addr_B == 4'b1101) ? reg_13 :
		(read_addr_B == 4'b1110) ? reg_14 :
		(read_addr_B == 4'b1111) ? reg_15 : 16'bx;
endmodule
==> run summary <==
Notes from the flow run.

Synth:
- The commonest cells after synthesis are 264 x mux2_2, 256 x dfrtp_1, 144 x a21oi_1.
- The run gives the register share after synthesis as 0.402.
- Yosys reported that registers with async set or reset make up 1.00.
- The run puts the area share of the largest cell type after synthesis at 0.402.
- Synthesis inferred 256 register bits.
- The biggest area contributor in the post-synthesis netlist is dfrtp_1.
- Yosys mapped the design onto 73 distinct sky130hd cell types.
- The run puts the synthesized cell area at ~16000 sq um.
- For reference, the top cells by area after synthesis are dfrtp_1 40%, mux2_2 19%, a21oi_1 4.5%.
- Yosys mapped a number of flops with a built-in enable equal to 0.
- The run gives the most instantiated library cell after synthesis as mux2_2.
- Warnings reported by Yosys during synthesis add up to 1.
- Per the synth stats, the flop cell with the highest instance count is dfrtp_1.
- The run gives the synthesized area per cell as ~10 sq um.
- Per the Yosys statistics, synthesis produced 1573 cells.
- The run gives the chip area estimate from yosys synthesis as 15900 sq um.
- The run gives the gate count of the mapped netlist as roughly 1600.

STA:
- The run gives the final number of hold-violating endpoints as 0.
- Post-route period utilization is reported as 0.808.
- The run puts the total negative slack for setup checks at 0 ns.
- The run gives the number of endpoints failing setup at the final stage as 0.
- The run gives the worst clock skew as 0 ns.
- The run gives the final tally of max-slew violations as 0.
- The run gives the worst slew margin relative to its limit as 0.423.
- Setup repair after global routing left no endpoint under its margin.
- The run puts the post-route minimum period at 6.95 ns.
- The run puts the maximum clock frequency at 0.144 GHz.
- At the pin with the least slew margin, the transition time is 0.862 ns.

Clock tree:
- The run gives the clock transition at the registers of the reported paths as 0.06 ns.
- The run gives the worst-skew pair later-pin latency as about 0.58 ns.
- The clock passes through at most 3 buffers.
- Buffers inserted during clock tree synthesis total 30.
- The run puts the number of resized instances in the post-cts repair step at 0.
- In this run, post-CTS hold repair placed 0 buffers.
- The cell sitting at the root of the clock tree is a clkbuf_16.
- TritonCTS built the clock tree.
- The run gives the total number of clock tree sinks as 256.
- The run gives the number of H-tree levels as 1.
- The run gives the setup fix buffers added after clock tree synthesis as 0.

Finish:
- The run gives the area taken by flip-flops and latches as 6410 sq um.
- The run gives the fraction of final layout cells with drive strength greater than 1 as 0.274.
- The area growth from synthesis to layout is 13.5%.
- The run gives the post-route cell area as approximately 18000 sq um.
- Leaving out buffers and inverters, the combinational logic in the layout accounts for 8690 sq um.
- Fill cells in the final layout number 5150.

Drt:
- The run gives the initial DRC count as 1410.
- The run gives the post-route DRC violation count as 0.
- The run puts the remaining antenna violation count after routing at 0.
- The run puts the first-pass iteration count of the detailed router at 6.
- The run puts the routed length per placed instance at 28.8 microns.
- The run puts the average via count per standard cell at a little over 6.
- Per the detailed-route log, wirelength across all metal layers totals approximately 66 mm.
- Per the detail_route report, the via count comes to roughly 14000.

Critical path:
- The cell sequence reported for the critical path is buf_4 -> buf_4 -> nand2_1 -> nor2_1 -> a22oi_1 -> o21ai_0 -> a21oi_1 -> a221oi_2 -> clkdlybuf4s50_1.
- In this design, the critical path's most frequently occurring cell is buf_4.
- The run gives the signal arrival time at the worst endpoint as 5.23 ns.
- The run gives the required time at the endpoint of the critical path as 6.88 ns.
- The run gives the element type at the critical path end as an output port.
- The run gives the delay of the slowest cell on the worst path as 0.60 ns.
- Among all stages on the critical path, the largest delay is contributed by buf_4.
- The run gives the startpoint class of the critical path as a primary input.
- Per the timing report, the biggest fanout along the worst path comes to between 40 and 50.
- The critical path is of the primary input to output port type.

Die:
- The floorplan step defined a core boundary enclosing 52400 sq um.
- The run puts the core utilization before placement at 0.304.
- The run puts the number of placement rows at 84.
- The run puts the overall die area at around 54000 sq um.
- Measured along the x axis, the die boundary spans 232 microns.
- between 60 and 70 I/O pins were placed.
- In this run the vertical extent of the chip is 232 microns.

Run:
- The stage logs contain a warning count of 25.
- Across the run, the number of max-cap violations was 0.

Global route:
- The run gives the number of antenna violations at the first check in global routing as 1.
- Entering global routing, the biggest net connects 93 pins.
- The global route stage reports its total congestion overflow as 0.
- The run puts the first-pass GRT wire length at 96.3 mm.
- Summed over all routing layers, the global router reports a total usage of 0.253.
- The via count of the first global-routing pass came to 13521.

Power and ir drop:
- Dividing total power by cell area gives a power density of 230 nW/um^2.
- The run gives the static power due to leakage as 7.21 nW.
- The run gives the worst ir drop on vdd as 0.000172 V.

Place:
- The run gives the weighted congestion at the end of routability-driven global placement as 1.02.
- The run gives the count of input and output buffers as 62.
- The run puts the total half-perimeter wirelength after legalization and detailed placement at 45.2 mm.
- The run puts the post-detailed-placement cell area at 17000 sq um.

Outcome:
- The run finished with clean final reports.

Min path:
- The run gives the type of the tightest min-delay check as flop to flop.
==> final timing paths <==
path	from	endpoint	slack [ns]	cells after the start
setup / recovery	read_addr_B[1]	read_data_B[0]	1.65	9
min in group asynchronous	nRESET	reg_9[5]$_DFFE_PN0P_	1.15	1
hold reg to reg	reg_2[13]$_DFFE_PN0P_	reg_2[13]$_DFFE_PN0P_	0.52	1
max in group asynchronous	nRESET	reg_10[11]$_DFFE_PN0P_	5.73	3
setup reg to reg	reg_9[3]$_DFFE_PN0P_	reg_9[3]$_DFFE_PN0P_	7.67	1
hold / removal	reg_2[13]$_DFFE_PN0P_	reg_2[13]$_DFFE_PN0P_	0.52	1
==> layer usage <==
metal,wire (microns),track usage,up-vias
met4,2970,0.0874,4
li1,-,-,5918
met1,28100,0.369,7007
met2,28200,0.364,849
met3,6690,0.0761,180
met5,25,0,-
==> sequential cells by signal, indices dropped and copies added (netlist names) <==
| signal | cells |
|---|---|
| reg_14 | 16 |
| reg_13 | 16 |
| reg_10 | 16 |
| reg_1 | 16 |
| reg_4 | 16 |
| reg_2 | 16 |
| reg_15 | 16 |
| reg_5 | 16 |
| reg_12 | 16 |
| reg_11 | 16 |
| reg_6 | 16 |
| reg_9 | 16 |
| reg_8 | 16 |
| reg_7 | 16 |
| reg_0 | 16 |
| reg_3 | 16 |
==> layout make-up <==
class | count | area share
multi-input combinational | 1157 | 0.481
timing repair buffer | 120 | 0.0569
antenna | 1 | 0.000138
inverter | 16 | 0.00332
clock inverter | 18 | 0.0103
tap | 688 | 0.0476
clock buffer | 38 | 0.0466
sequential | 256 | 0.354
==> worst max-delay path, delay by kind of cell <==
kind,cells,cell delay (ns)
simple gates,2,1.03
compound gates,4,0.77
buf+inv,3,1.60
==> layout by cell type (no fill, tap or decap), types with 11 or more instances in the layout <==
cell | netlist | layout
buf_4 | 26 | 61
a221oi_1 | 17 | 17
nand3_1 | 19 | 19
inv_1 | 12 | 12
nand2b_1 | 24 | 24
clkbuf_16 | 0 | 31
o22ai_1 | 48 | 48
a21oi_1 | 144 | 144
mux4_2 | 25 | 25
a22oi_1 | 15 | 15
mux2_2 | 264 | 264
a31oi_1 | 18 | 18
o221ai_1 | 12 | 12
dfrtp_1 | 256 | 256
nand2_1 | 92 | 92
mux2i_1 | 48 | 48
nor2_2 | 7 | 11
nor2_1 | 118 | 114
a211oi_1 | 15 | 15
nor2b_1 | 12 | 12
clkdlybuf4s50_1 | 0 | 53
o21ai_0 | 108 | 108
nor3_1 | 21 | 21
==> per-stage QoR <==
step	power [mW]	setup WS [ns]	util	instances	hold WS, ns
2_1_floorplan	2.37	3.94	-	1573	0.485
3_3_place_gp	2.80	1.78	0.325	2237	0.502
3_5_place_dp	2.81	1.75	0.325	2237	0.510
4_1_cts	4.14	1.73	0.345	2293	0.524
5_1_grt	4.33	1.54	0.345	2293	0.547
6_report	4.15	1.65	0.345	2294	0.522
==> power by group <==
group          internal [mW]  switching [mW]  total (mW)
clock network          0.761           0.562        1.32
logic                  0.522           0.505        1.03
registers               1.49           0.312        1.80
==> cell families (layout without fill, tap and decap cells) <==
family,count (synthesis),count (layout),share of synthesized area
AND/OR/NAND/NOR,345,345,0.102
buffers and inverters,160,192,0.0525
flip-flops,256,256,0.402
AND-OR/OR-AND,475,475,0.191
other,0,1,0
multiplexers,337,337,0.252
No activity file was given, so power comes from the tool's default toggle rates.
